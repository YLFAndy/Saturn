File: config.mk
export PLATFORM = sky130hd
export DESIGN_NAME = DCC
export DESIGN_NICKNAME = DCC
export VERILOG_FILES = /design/flow/design.v
export SDC_FILE = /design/flow/constraint.sdc
export NUM_CORES = 4
export LEC_CHECK = 1
export CORE_AREA = 10 10 75 75
export DIE_AREA = 0 0 85 85
File: constraint.sdc
current_design DCC

set clk_period 1.9
set clk_io_pct 0.2

create_clock -name clk0 -period $clk_period [get_ports {CLK}]

set non_clock_inputs [all_inputs -no_clocks]
set_input_delay [expr $clk_period * $clk_io_pct] -clock clk0 $non_clock_inputs
set_output_delay [expr $clk_period * $clk_io_pct] -clock clk0 [all_outputs]
File: design.v
package YGR019_PKG;
	typedef bit [15:0] DATATRNS_t;	 
	parameter bit [15:0] DATATRNS_WMASK = 16'hFFFF;
	parameter bit [15:0] DATATRNS_RMASK = 16'hFFFF;
	parameter bit [15:0] DATATRNS_INIT = 16'hFFFF;
	typedef struct packed		 
	{
		bit [12: 0] UNUSED;
		bit         DIR;		 
		bit         FUL;		 
		bit         EMP;		 
	} DATASTAT_t;
	parameter bit [15:0] DATASTAT_WMASK = 16'h0007;
	parameter bit [15:0] DATASTAT_RMASK = 16'h0007;
	parameter bit [15:0] DATASTAT_INIT = 16'h0000;
	typedef struct packed		 
	{
		bit [ 1: 0] UNUSED;
		bit         MPST;		 
		bit         MPCM;		 
		bit         MPED;		 
		bit         SCDQ;		 
		bit         EFLS;		 
		bit         ECPY;		 
		bit         EHST;		 
		bit         ESEL;		 
		bit         DCHG;		 
		bit         PEND;		 
		bit         BFUL;		 
		bit         CSCT;		 
		bit         DRDY;		 
		bit         CMOK;		 
	} HIRQREQ_t;
	parameter bit [15:0] HIRQREQ_WMASK = 16'h3FFF;
	parameter bit [15:0] HIRQREQ_RMASK = 16'h3FFF;
	parameter bit [15:0] HIRQREQ_INIT = 16'h0000;
	typedef struct packed		 
	{
		bit [ 1: 0] UNUSED;
		bit         MPST;		 
		bit         MPCM;		 
		bit         MPED;		 
		bit         SCDQ;		 
		bit         EFLS;		 
		bit         ECPY;		 
		bit         EHST;		 
		bit         ESEL;		 
		bit         DCHG;		 
		bit         PEND;		 
		bit         BFUL;		 
		bit         CSCT;		 
		bit         DRDY;		 
		bit         CMOK;		 
	} HIRQMSK_t;
	parameter bit [15:0] HIRQMSK_WMASK = 16'h3FFF;
	parameter bit [15:0] HIRQMSK_RMASK = 16'h3FFF;
	parameter bit [15:0] HIRQMSK_INIT = 16'hFFFF;
	typedef bit [15:0] CR_t;	 
	parameter bit [15:0] CR_WMASK = 16'hFFFF;
	parameter bit [15:0] CR_RMASK = 16'hFFFF;
	parameter bit [15:0] CR_INIT = 16'h0000;
	typedef bit [15:0] MPEGRGB_t;	 
	parameter bit [15:0] MPEGRGB_WMASK = 16'hFFFF;
	parameter bit [15:0] MPEGRGB_RMASK = 16'hFFFF;
	parameter bit [15:0] MPEGRGB_INIT = 16'h0000;
	typedef bit [15:0] TRCTL_t;	 
	parameter bit [15:0] TRCTL_WMASK = 16'h000F;
	parameter bit [15:0] TRCTL_RMASK = 16'h000F;
	parameter bit [15:0] TRCTL_INIT = 16'h0000;
	typedef bit [15:0] CDIRQL_t;	 
	parameter bit [15:0] CDIRQL_WMASK = 16'h0003;
	parameter bit [15:0] CDIRQL_RMASK = 16'h0003;
	parameter bit [15:0] CDIRQL_INIT = 16'h0000;
	typedef bit [15:0] CDIRQU_t;	 
	parameter bit [15:0] CDIRQU_WMASK = 16'h0070;
	parameter bit [15:0] CDIRQU_RMASK = 16'h0070;
	parameter bit [15:0] CDIRQU_INIT = 16'h0000;
	typedef bit [15:0] CDMASKL_t;	 
	parameter bit [15:0] CDMASKL_WMASK = 16'h0003;
	parameter bit [15:0] CDMASKL_RMASK = 16'h0003;
	parameter bit [15:0] CDMASKL_INIT = 16'h0000;
	typedef bit [15:0] CDMASKU_t;	 
	parameter bit [15:0] CDMASKU_WMASK = 16'h0070;
	parameter bit [15:0] CDMASKU_RMASK = 16'h0070;
	parameter bit [15:0] CDMASKU_INIT = 16'h0000;
	typedef bit [15:0] REG1A_t;	 
	parameter bit [15:0] REG1A_WMASK = 16'h00FF;
	parameter bit [15:0] REG1A_RMASK = 16'h00FF;
	parameter bit [15:0] REG1A_INIT = 16'h0000;
endpackage
package SCU_PKG;
	typedef bit [31:0] DxR_t;	 
	parameter bit [31:0] DxR_WMASK = 32'h07FFFFFF;
	parameter bit [31:0] DxR_RMASK = 32'h07FFFFFF;
	typedef bit [31:0] DxW_t;	 
	parameter bit [31:0] DxW_WMASK = 32'h07FFFFFF;
	parameter bit [31:0] DxW_RMASK = 32'h07FFFFFF;
	typedef bit [31:0] DxC_t;	 
	parameter bit [31:0] D0C_WMASK = 32'h000FFFFF;
	parameter bit [31:0] D0C_RMASK = 32'h000FFFFF;
	parameter bit [31:0] D12C_WMASK = 32'h00000FFF;
	parameter bit [31:0] D12C_RMASK = 32'h00000FFF;
	typedef struct packed		 
	{
		bit [22: 0] UNUSED;
		bit         DRA;			 
		bit [ 4: 0] UNUSED2;
		bit [ 2: 0] DWA;			 
	} DxAD_t;
	parameter bit [31:0] DxAD_WMASK = 32'h00000107;
	parameter bit [31:0] DxAD_RMASK = 32'h00000000;
	parameter bit [31:0] DxAD_INIT = 32'h00000101;
	typedef struct packed		 
	{
		bit [22: 0] UNUSED;
		bit         EN;			 
		bit [ 6: 0] UNUSED2;
		bit         GO;			 
	} DxEN_t;
	parameter bit [31:0] DxEN_WMASK = 32'h00000101;
	parameter bit [31:0] DxEN_RMASK = 32'h00000000;
	parameter bit [31:0] DxEN_INIT = 32'h00000000;
	typedef struct packed		 
	{
		bit [ 6: 0] UNUSED;
		bit         MOD;			 
		bit [ 6: 0] UNUSED2;
		bit         RUP;			 
		bit [ 6: 0] UNUSED3;
		bit         WUP;			 
		bit [ 4: 0] UNUSED4;
		bit [ 2: 0] FT;			 
	} DxMD_t;
	parameter bit [31:0] DxMD_WMASK = 32'h01010107;
	parameter bit [31:0] DxMD_RMASK = 32'h00000000;
	parameter bit [31:0] DxMD_INIT = 32'h00000007;
	typedef struct packed		 
	{
		bit [30: 0] UNUSED;
		bit         STOP;			 
	} DSTP_t;
	parameter bit [31:0] DSTP_WMASK = 32'h00000001;
	parameter bit [31:0] DSTP_RMASK = 32'h00000000;
	parameter bit [31:0] DSTP_INIT = 32'h00000000;
	typedef struct packed		 
	{
		bit [ 8: 0] UNUSED;
		bit         DACSD;		 
		bit         DACSB;		 
		bit         DACSA;		 
		bit [ 1: 0] UNUSED2;
		bit         D1BK;			 
		bit         D0BK;			 
		bit [ 1: 0] UNUSED3;
		bit         D2WT;			 
		bit         D2MV;			 
		bit [ 1: 0] UNUSED4;
		bit         D1WT;			 
		bit         D1MV;			 
		bit [ 1: 0] UNUSED5;
		bit         D0WT;			 
		bit         D0MV;			 
		bit [ 1: 0] UNUSED6;
		bit         DDWT;			 
		bit         DDMV;			 
	} DSTA_t;
	parameter bit [31:0] DSTA_WMASK = 32'h00000000;
	parameter bit [31:0] DSTA_RMASK = 32'h00733333;
	parameter bit [31:0] DSTA_INIT = 32'h00000000;
	typedef struct packed		 
	{
		bit [ 4: 0] UNUSED;
		bit         PR;			 
		bit         EP;			 
		bit         UNUSED2;
		bit         T0;			 
		bit         S;				 
		bit         Z;				 
		bit         C;				 
		bit         V;				 
		bit         E;				 
		bit         ES;			 
		bit         EX;			 
		bit         LE;			 
		bit [ 6: 0] UNUSED3;
		bit [ 7: 0] P;				 
	} PPAF_t;
	parameter bit [31:0] PPAF_WMASK = 32'h060380FF;
	parameter bit [31:0] PPAF_RMASK = 32'h00FD80FF;
	parameter bit [31:0] PPAF_INIT = 32'h00000000;
	typedef bit [31:0] PPD_t;	 
	parameter bit [31:0] PPD_WMASK = 32'hFFFFFFFF;
	parameter bit [31:0] PPD_RMASK = 32'h00000000;
	typedef struct packed		 
	{
		bit [23: 0] UNUSED;
		bit [ 7: 0] RA;			 
	} PDA_t;
	parameter bit [31:0] PDA_WMASK = 32'h000000FF;
	parameter bit [31:0] PDA_RMASK = 32'h00000000;
	parameter bit [31:0] PDA_INIT = 32'h00000000;
	typedef bit [31:0] PDD_t;	 
	parameter bit [31:0] PDD_WMASK = 32'hFFFFFFFF;
	parameter bit [31:0] PDD_RMASK = 32'hFFFFFFFF;
	typedef bit [31:0] T0C_t;	 
	parameter bit [31:0] T0C_WMASK = 32'h000003FF;
	parameter bit [31:0] T0C_RMASK = 32'h00000000;
	typedef bit [31:0] T1S_t;	 
	parameter bit [31:0] T1S_WMASK = 32'h000001FF;
	parameter bit [31:0] T1S_RMASK = 32'h00000000;
	typedef struct packed		 
	{
		bit [22: 0] UNUSED;
		bit         MD;			 
		bit [ 6: 0] UNUSED3;
		bit         ENB;			 
	} T1MD_t;
	parameter bit [31:0] T1MD_WMASK = 32'h00000101;
	parameter bit [31:0] T1MD_RMASK = 32'h00000000;
	parameter bit [31:0] T1MD_INIT = 32'h00000000;
	typedef struct packed		 
	{
		bit [15: 0] UNUSED;
		bit         MS15;			 
		bit         UNUSED2;
		bit         MS13;			 
		bit         MS12;			 
		bit         MS11;			 
		bit         MS10;			 
		bit         MS9;			 
		bit         MS8;			 
		bit         MS7;			 
		bit         MS6;			 
		bit         MS5;			 
		bit         MS4;			 
		bit         MS3;			 
		bit         MS2;			 
		bit         MS1;			 
		bit         MS0;			 
	} IMS_t;
	parameter bit [31:0] IMS_WMASK = 32'h0000BFFF;
	parameter bit [31:0] IMS_RMASK = 32'h00000000;
	parameter bit [31:0] IMS_INIT = 32'h0000BFFF;
	typedef struct packed		 
	{
		bit [15: 0] EIS;			 
		bit [ 1: 0] UNUSED;
		bit         SDEI;			 
		bit         DII;			 
		bit         D0EI;			 
		bit         D1EI;			 
		bit         D2EI;			 
		bit         PADI;			 
		bit         SMI;			 
		bit         SRI;			 
		bit         DSPEI;		 
		bit         T1I;			 
		bit         T0I;			 
		bit         HBII;			 
		bit         VBOI;			 
		bit         VBII;			 
	} IST_t;
	parameter bit [31:0] IST_WMASK = 32'hFFFF3FFF;
	parameter bit [31:0] IST_RMASK = 32'hFFFF3FFF;
	parameter bit [31:0] IST_INIT = 32'h00000000;
	typedef bit AIACK_t;		 
	parameter bit [31:0] AIACK_WMASK = 32'h00000001;
	parameter bit [31:0] AIACK_RMASK = 32'h00000001;
	parameter bit [31:0] AIACK_INIT = 32'h00000000;
	typedef struct packed		 
	{
		bit         A0PRD;		 
		bit         A0WPC;		 
		bit         A0RPC;		 
		bit         A0EWT;		 
		bit [ 3: 0] A0BW;			 
		bit [ 3: 0] A0NW;			 
		bit [ 1: 0] A0LN;			 
		bit         UNUSED;
		bit         A0SZ;			 
		bit         A1PRD;		 
		bit         A1WPC;		 
		bit         A1RPC;		 
		bit         A1EWT;		 
		bit [ 3: 0] A1BW;			 
		bit [ 3: 0] A1NW;			 
		bit [ 1: 0] A1LN;			 
		bit         UNUSED2;
		bit         A1SZ;			 
	} ASR0_t;
	parameter bit [31:0] ASR0_WMASK = 32'hFFFDFFFD;
	parameter bit [31:0] ASR0_RMASK = 32'h00000000;
	parameter bit [31:0] ASR0_INIT = 32'h00000000;
	typedef struct packed		 
	{
		bit         A2PRD;		 
		bit         A2WPC;		 
		bit         A2RPC;		 
		bit         A2EWT;		 
		bit [ 7: 0] UNUSED;
		bit [ 1: 0] A2LN;			 
		bit         UNUSED2;
		bit         A2SZ;			 
		bit         A3PRD;		 
		bit         A3WPC;		 
		bit         A3RPC;		 
		bit         A3EWT;		 
		bit [ 3: 0] A3BW;			 
		bit [ 3: 0] A3NW;			 
		bit [ 1: 0] A3LN;			 
		bit         UNUSED3;
		bit         A3SZ;			 
	} ASR1_t;
	parameter bit [31:0] ASR1_WMASK = 32'hF00DFFFD;
	parameter bit [31:0] ASR1_RMASK = 32'h00000000;
	parameter bit [31:0] ASR1_INIT = 32'h00000000;
	typedef struct packed		 
	{
		bit [26: 0] UNUSED;
		bit         ARFEN;		 
		bit [ 3: 0] ARWT;			 
	} AREF_t;
	parameter bit [31:0] AREF_WMASK = 32'h0000001F;
	parameter bit [31:0] AREF_RMASK = 32'h00000000;
	parameter bit [31:0] AREF_INIT = 32'h00000000;
	typedef bit RSEL_t;			 
	parameter bit [31:0] RSEL_WMASK = 32'h00000001;
	parameter bit [31:0] RSEL_RMASK = 32'h00000001;
	parameter bit        RSEL_INIT = 1'h0;
	typedef bit [31:0] VER_t;	 
	parameter bit [31:0] VER_WMASK = 32'h00000000;
	parameter bit [31:0] VER_RMASK = 32'h0000000F;
	parameter bit [31:0] VER_INIT = 32'h00000000;
endpackage
module DCC (
	input             CLK,
	input             RST_N,
	input             CE_R,
	input             CE_F,
	input             RES_N,
	input      [24:1] A,
	input             BS_N,
	input             CS0_N,
	input             CS1_N,
	input             CS2_N,
	input             RD_WR_N,
	input       [1:0] WE_N,
	input             RD_N,
	output            WAIT_N,
	output            BRLS_N,
	input             BGR_N,
	input             BREQ_N,
	output            BACK_N,
	input             EXBREQ_N,
	output            EXBACK_N,
	input             WTIN_N,
	input             IVECF_N,
	input             HINT_N,
	input             VINT_N,
	output      [2:1] IREQ_N,
	output reg        MFTI,
	output reg        SFTI,
	output            DCE_N,
	output            DOE_N,
	output      [1:0] DWE_N,
	output            ROMCE_N,
	output            SRAMCE_N,
	output            SMPCCE_N,
	output            MOE_N,
	output            MWR_N
);
	bit          SSH_ACTIVE;
	bit          SCU_ACTIVE;
	always @(posedge CLK or negedge RST_N) begin
		if (!RST_N) begin
			SSH_ACTIVE <= '0;
			SCU_ACTIVE <= 0;
		end else if (CE_R) begin
			if (!BREQ_N && !SSH_ACTIVE && !SCU_ACTIVE) SSH_ACTIVE <= 1;
			else if (BREQ_N && SSH_ACTIVE) SSH_ACTIVE <= 0;
			if (!EXBREQ_N && BREQ_N && !SCU_ACTIVE && !SSH_ACTIVE) SCU_ACTIVE <= 1;
			else if (EXBREQ_N && SCU_ACTIVE) SCU_ACTIVE <= 0;
		end
	end
	assign BRLS_N = (BREQ_N | ~SSH_ACTIVE) & (EXBREQ_N | ~SCU_ACTIVE);
	assign BACK_N = BGR_N | ~SSH_ACTIVE;
	assign EXBACK_N = BGR_N | ~SCU_ACTIVE;
	assign ROMCE_N = ~(A[24:20] == 5'b00000) | CS0_N;
	assign SMPCCE_N = ~(A[24:19] == 6'b000010) | CS0_N;
	assign SRAMCE_N = ~(A[24:19] == 6'b000011) | CS0_N;
	assign MOE_N = RD_N;
	assign MWR_N = WE_N[0];
	assign DCE_N = ~(A[24:21] == 4'b0001) | CS0_N;
	assign DOE_N = RD_N;
	assign DWE_N = WE_N;
	bit          DRAM_WAIT;
	always @(posedge CLK or negedge RST_N) begin
		bit          RD_N_OLD;
		bit          WE_N_OLD;
		bit  [ 2: 0] DRAM_WAIT_CNT;
		if (!RST_N) begin
			DRAM_WAIT <= 0;
			DRAM_WAIT_CNT <= '0;
		end else begin
			RD_N_OLD <= RD_N;
			WE_N_OLD <= |WE_N;
			if ((!RD_N && RD_N_OLD && !DCE_N) || (!WE_N && WE_N_OLD && !DCE_N)) begin
				DRAM_WAIT <= 1;
				DRAM_WAIT_CNT <= 3'd5;
			end else if (!DRAM_WAIT_CNT && CE_F) begin
				DRAM_WAIT <= 0;
			end
			if (DRAM_WAIT_CNT && CE_R) DRAM_WAIT_CNT <= DRAM_WAIT_CNT - 3'd1;
		end
	end
	wire MINIT_SEL = (A[24:23] == 2'b10) & ~CS0_N;
	wire SINIT_SEL = (A[24:23] == 2'b11) & ~CS0_N;
	always @(posedge CLK or negedge RST_N) begin
		bit WE_N_OLD;
		if (!RST_N) begin
			MFTI = 1;
			SFTI = 1;
		end else if (!RES_N) begin
			MFTI = 1;
			SFTI = 1;
		end else if (CE_R) begin
			MFTI = 1;
			SFTI = 1;
			WE_N_OLD <= &WE_N;
			if (!(&WE_N) && WE_N_OLD) begin
				if (SINIT_SEL) MFTI <= 0;
				if (MINIT_SEL) SFTI <= 0;
			end
		end
	end
	assign WAIT_N = WTIN_N & ~DRAM_WAIT;
	assign IREQ_N = {VINT_N,VINT_N&HINT_N};
endmodule
File: run.sh
#!/bin/bash
# OpenROAD 26Q1-2900-gdf79404cd8, Yosys 0.63+post, stock flow scripts
make -C /OpenROAD-flow-scripts/flow DESIGN_CONFIG=/design/flow/config.mk WORK_HOME=/design/flow/orfs finish
==> results.txt <==
Status on the layout run. Synthesized area landed at 672 um2. Among the non-sequential cells, simple AND/OR/NAND/NOR gates take the most area. Final tally of hold violations landed at 0. Once layout is complete, the cells apart from fillers number 158. Placeable core region landed at 4060 um2.

The post-route netlist has 19.4% of its cells at a drive strength greater than 1. Share of flip-flops with an asynchronous set or reset landed at 72.7%. Total power of the final layout landed at 868 uW. Highest fanout seen on the critical path landed at 3. Per the synthesis report, the XOR/XNOR share of the synthesized area is 0%. In this run, placement finished with an instance count of 154. H-tree depth reported by CTS landed at 1. The number of clock sinks came to 11. Total vias in the final route landed at 613.

Placement-stage cell area landed at 1090 um2. Final instance area landed at 1120 um2. Warnings raised by the tools during the run amount to 49. Sequential-to-total area share from yosys stat landed at 43.6%.

In the final report, the number of pins over their slew limit comes to 0. Worst hold margin landed at 0.396 ns. Per the placement log, port buffering inserted 37 buffers. First-pass GRT wire length landed at 3.11 mm. Number of library cell types mapped by synthesis landed at 28. Power density normalized to cell area landed at 773 nW/um2. Of the total synthesized cell area, the portion taken by full adders, half adders and majority gates is 3.72%. Data required time of the worst path landed at 1.52 ns. For this run, design rule violations remaining after detail routing come to 0. Cells fill 27.7% of the core in the end. In this run the post-CTS setup repair buffer count came out at 0. Final antenna-violating net count landed at 0. Counting the fill cells in the layout gives 417. Number of global-route vias before repair landed at 641. 61 I/O pins were placed. Clock transition at the registers of the reported paths landed at 0.05 ns. At the worst endpoint, the arrival time is 1.44 ns. According to the dpl log, the detail-placed design has an HPWL of 1.56 mm. Largest voltage drop on the vdd net landed at 0.000445 V. The worst setup path is launched from an input pin. Pin count of the biggest net entering global routing landed at 11. TritonCTS built the clock tree. For this block, the initial DRC count from the detailed router was 29. Maximum clock frequency landed at 0.550 GHz. The clock reaches the later pin of the worst-skew pair after 0.23 ns.

In this run, synthesis inferred 3 flip-flops with an integrated enable. The synthesis report lists the Yosys warning total as 1. According to the floorplan log, the row count is 23. The final timing report lists clock skew as 0.00332 ns.

The root buffer cell chosen for the clock tree is sky130_fd_sc_hd__clkbuf_8. Per the OpenROAD floorplan log, the width of the die is 85 um. No sink is reached through more buffers than the 2 on the longest clock path.

The number of antenna diodes in the final layout is 0. In the synthesis report, Yosys lists the chip area as 672 um2. The post-synth register bit count is 11. Signed area change from the synthesized netlist to the final layout landed at 67.0%. Each instance of the synthesized netlist takes up on average 9.74 um2. At the floorplan stage, the core utilization is reported as 16.6%. The number of antenna violations at the first check in global routing came to 0. STA classifies the critical path endpoint as an output pin. Simple-gate share of the synthesized area landed at 25.1%. Final wirelength landed at 1.86 mm. Per the post-synthesis report, the number of cells in the design is 69. Worst slew margin relative to its limit landed at 78.2%. The vertical die dimension reported for this design is 85 um.

Post-synthesis mux area share landed at 0%. CTS buffer count landed at 3. Shortest period the worst path allows landed at 1.82 ns. Per the synth stats, the flop cell with the highest instance count is sky130_fd_sc_hd__dfrtp_1. The leakage component of the power was reported as 0.463 nW. Detail-routed via count per cell landed at 3.88. Period utilization landed at 95.6%. Looking at the setup timing report, the critical path kind is input pin to output pin. For this design, Yosys synthesis ends with a cell count of 69. The die covers 7230 um2.

The transition time recorded at the tightest slew-check pin is 0.326 ns. Total grt overflow landed at 0. In this run the worst hold path is classified as input pin to register. The flow ran to the end, and the final reports show no timing, DRC or antenna violations. TritonRoute output was used to compute an average wire per cell of 11.8 um. All-layer global routing usage landed at 5.14%.

Final setup violation count landed at 0. Setup repair after global routing left no endpoint under its margin. Number of violations of the max-capacitance limit landed at 0.

RePlAce ended its routability-driven mode at a weighted congestion of 0.744. The synthesized netlist devotes 15.8% of its cell area to compound gates. Length of the first detailed-routing pass in iterations landed at 4.
[repair_timing]
item	4_1_cts	5_1_grt
pin swaps	1	0
endpoints found under the setup margin	5	3
resized	18	4
hold buffers	0	0
[final timing paths]
check | start | to | slack [ns] | cells past startpoint
hold reg to reg | MFTI | MFTI | 0.51 | 1
hold / removal | EXBREQ_N | SCU_ACTIVE | 0.40 | 2
setup reg to reg | register | register | 0.68 | 5
setup / recovery | A[20] | ROMCE_N | 0.08 | 3
max in group asynchronous | RST_N | MFTI | 1.19 | 2
min in group asynchronous | RST_N | DRAM_WAIT | 0.49 | 2
[power by group]
part	switching (mW)	total (mW)	internal [mW]
logic	0.133	0.306	0.173
clock network	0.0820	0.229	0.147
registers	0.0335	0.333	0.300
total	0.248	0.868	0.619
[Yosys cell counts, types with 2 or more instances]
master                      instances  area [um2]
sky130_fd_sc_hd__nand2_1            3        11.3
sky130_fd_sc_hd__dfstp_2            2        52.6
sky130_fd_sc_hd__nor2b_1            3        18.8
sky130_fd_sc_hd__nor3_1             4        20.0
sky130_fd_sc_hd__ha_1               2        25.0
sky130_fd_sc_hd__dfrtp_1            6         150
sky130_fd_sc_hd__a2bb2oi_1          2        17.5
sky130_fd_sc_hd__edfxtp_1           3        90.1
sky130_fd_sc_hd__inv_1              6        22.5
sky130_fd_sc_hd__buf_4              7        52.6
sky130_fd_sc_hd__nand2b_1           5        31.3
sky130_fd_sc_hd__and2_1             2        12.5
sky130_fd_sc_hd__a21oi_1            9        45.0
[per-stage QoR]
| step | setup TNS (ns) | setup slack (ns) |
|---|---|---|
| 6_report | 0 | 0.0831 |
| 5_1_grt | 0 | 0.0149 |
| 4_1_cts | 0 | 0.00911 |
| 3_5_place_dp | -1.16 | -0.308 |
| 3_3_place_gp | -1.16 | -0.310 |
| 2_1_floorplan | 0 | 0.601 |
[cell type report]
class	instances	area (um2)	area share, %
multi-input cells	44	307	27.3
clock buffers	4	45.0	4.01
well taps	50	62.6	5.57
repair buffers	42	389	34.7
inverters	7	26.3	2.34
flip-flops and latches	11	293	26.1
[cell families (layout without fill, tap and decap cells)]
kind of cell,after synthesis,in the layout
simple gates,26,26
compound gates,16,16
flops,11,11
buf+inv,14,53
fa+ha+maj,2,2
[critical path, stage by stage]
cell                              delay, ns
sky130_fd_sc_hd__clkdlybuf4s50_1       0.49
sky130_fd_sc_hd__nand2b_1              0.11
sky130_fd_sc_hd__clkdlybuf4s50_1       0.46
[cell usage in the layout (no fill, tap or decap), types with 2 or more instances in the layout]
cell,count
sky130_fd_sc_hd__dfrtp_1,6
sky130_fd_sc_hd__dlymetal6s2s_1,2
sky130_fd_sc_hd__nor3_1,4
sky130_fd_sc_hd__nand2_1,3
sky130_fd_sc_hd__nor2b_1,3
sky130_fd_sc_hd__ha_1,2
sky130_fd_sc_hd__buf_2,3
sky130_fd_sc_hd__and2_1,2
sky130_fd_sc_hd__dfstp_2,2
sky130_fd_sc_hd__clkbuf_8,3
sky130_fd_sc_hd__a21oi_1,9
sky130_fd_sc_hd__dlygate4sd2_1,3
sky130_fd_sc_hd__buf_4,5
sky130_fd_sc_hd__nand2b_1,5
sky130_fd_sc_hd__edfxtp_1,3
sky130_fd_sc_hd__inv_2,2
sky130_fd_sc_hd__clkdlybuf4s50_1,28
sky130_fd_sc_hd__inv_1,5
[routing by layer]
| layer | wire length, um | vias up | track usage (%) |
|---|---|---|---|
| met3 | 265 | 0 | 3.56 |
| met4 | 0 | 0 | 0 |
| li1 | - | 311 | - |
| met2 | 766 | 29 | 7.77 |
| met1 | 830 | 273 | 6.28 |
| met5 | 0 | - | 0 |
Power and IR drop assume default switching activity.
